===== ./design.v =====
module adder4(
input logic [3:0]A, 
input logic [3:0]B,
input logic C0,
output logic [3:0]S,
output logic C4
);
logic C1, C2, C3;
logic [3:0]outB;
assign outB[0] = C0 ^ B[0];
assign outB[1] = C0 ^ B[1];
assign outB[2] = C0 ^ B[2];
assign outB[3] = C0 ^ B[3];
fulladder bit0(.A(A[0]), .B(outB[0]), .Cin(C0), .S(S[0]), .Cout(C1));
fulladder bit1(.A(A[1]), .B(outB[1]), .Cin(C1), .S(S[1]), .Cout(C2));
fulladder bit2(.A(A[2]), .B(outB[2]), .Cin(C2), .S(S[2]), .Cout(C3));
fulladder bit3(.A(A[3]), .B(outB[3]), .Cin(C3), .S(S[3]), .Cout(C4));
endmodule
module fulladder (
input logic A, B, Cin,
output logic S, Cout
);
assign S = A ^ B ^ Cin;
assign Cout = A & B | A & Cin | B & Cin;
endmodule
module mult4(
input logic [3:0]A,
input logic [3:0]B,
output logic [7:0]PP
);
logic [4:0] layer1, layer2, layer3, layer4;
ppcell row0(.input1(A), .B(B[0]), .PPin(), .PP(layer1));
assign PP[0] = layer1[0];
ppcell row1(.input1(A), .B(B[1]), .PPin(layer1[4:1]), .PP(layer2));
assign PP[1] = layer2[0];
ppcell row2(.input1(A), .B(B[2]), .PPin(layer2[4:1]), .PP(layer3));
assign PP[2] = layer3[0];
ppcell row3(.input1(A), .B(B[3]), .PPin(layer3[4:1]), .PP(layer4));
assign PP[3] = layer4[0];
assign PP[4] = layer4[1];
assign PP[5] = layer4[2];
assign PP[6] = layer4[3];
assign PP[7] = layer4[4];
endmodule
module ppcell(
input logic [3:0]input1,
input logic B,
input logic [3:0]PPin,
output logic [4:0]PP
);
logic [3:0]A;
logic Cin;
assign Cin = 1'b0; 
assign  A[0] = input1[0] & B;
assign  A[1] = input1[1] & B;
assign  A[2] = input1[2] & B;
assign  A[3] = input1[3] & B;
adder4 am_cell(.A(A), .B(PPin), .C0(Cin), .S(PP[3:0]), .C4(PP[4]));
endmodule

===== ./run.sh =====
#!/bin/bash
# OpenROAD 26Q1-2900-gdf79404cd8, Yosys 0.63+post, stock flow scripts
make -C /OpenROAD-flow-scripts/flow DESIGN_CONFIG=/design/flow/config.mk WORK_HOME=/design/flow/orfs finish

===== ./config.mk =====
export PLATFORM = sky130hd
export DESIGN_NAME = mult4
export DESIGN_NICKNAME = mult4
export VERILOG_FILES = /design/flow/design.v
export SDC_FILE = /design/flow/constraint.sdc
export NUM_CORES = 4
export LEC_CHECK = 1
export CORE_AREA = 10 10 70 70
export DIE_AREA = 0 0 80 80
export SYNTH_HDL_FRONTEND = slang

===== ./constraint.sdc =====
current_design mult4

set clk_period 3.2
set clk_io_pct 0.2

create_clock -name clk0 -period $clk_period

set non_clock_inputs [all_inputs -no_clocks]
set_input_delay [expr $clk_period * $clk_io_pct] -clock clk0 $non_clock_inputs
set_output_delay [expr $clk_period * $clk_io_pct] -clock clk0 [all_outputs]

==> Slide: Implementation Results <==
Key Metrics from the Run

Run status
  • Outcome: finished, violations left
  • Failing checks: negative setup slack

Worst hold path
  • Hold Crit Class: input pin to output pin

Global route
  • Initial antenna violation count: 0
  • Largest net degree at the start of global routing: 5
  • All-Layer GR Usage: 2.34%
  • Vias in the first global route: 259
  • GRT Residual Overflow: 0
  • First-pass GRT wire length: 1220 um

Logic synthesis
  • Yosys warns: 4
  • # Cells Yosys: 32
  • Post-synth cell types: 7
  • Post-synth seq share: 0%
  • Yosys Chip Area: 283 um2
  • Cell taking the most area after synthesis: fa_1
  • Synth top area share: 35.4%
  • Post-Syn Area: 283 um2
  • Main area contributors after synthesis: fa_1 35%, and2_1 22%, buf_4 21%
  • Syn_area_per_cell: 8.84 um2
  • Post-Synthesis Cells: 32

Final layout
  • Share of cells above drive strength 1: 51.2%
  • Finished Cell Area: 458 um2
  • Layout area overhead: 61.9%
  • Flop count: 0
  • Fin util: 13.4%
  • Clock tree buffer count of the final layout: 0
  • Fillers: 403
  • Sequential standard cell area: 0 um2

Worst setup path
  • Critical path class: input pin to output pin
  • Arrival time worst endpoint: 3120 ps
  • CP Capture Type: output pin
  • Crit-path max FO: 2
  • Critical Path RT: 2560 ps
  • CP startpoint kind: input pin

Routing
  • DR vias: 217
  • Routed wire length: 680 um
  • Vias per inst: 2.49
  • Final ANT Viol Nets: 0
  • DRT Pass-1 Iters: 2
  • Routed wire per std cell: 7.82 um
  • Antenna Cells: 0
  • DR DRC count: 0
  • Initial drt markers: 1

Run
  • Tool warnings: 36
  • Max-capacitance violation count: 0

Floorplanning
  • DIE HEIGHT: 80 um
  • Core ar.: 3420 um2
  • Std cell rows: 21
  • Init Core Util: 8.28%
  • I/O pin count: 16
  • Die area: 6400 um2
  • Die X: 80 um

Final timing
  • Max Clock Freq: 0.266 GHz
  • Setup tns final: -1160 ps
  • Final Max Tran Viols: 0
  • RSZ-0062 raised after global routing: yes
  • Part of the cycle the worst path needs: 117%
  • Final hold vios: 0
  • Final worst slack: -557 ps
  • Final setup violation count: 3
  • Final min period: 3760 ps

Placed design
  • GPL Wtd Cong: 0.668
  • PortBufs: 14
  • Post-DP Area: 463 um2

Power and ir drop
  • Peak VDD IR: 13.3 uV
  • Static Leakage: 0.199 nW
  • Cell area power density: 116 nW/um2
  • Final Power: 0.0000530 W

Clocking
  • Hold_buf cts: 0
[power by group]
part           switching, W  internal (W)  total [W]
Clock                     0             0          0
Sequential                0             0          0
Combinational     0.0000181     0.0000349  0.0000530
Total             0.0000181     0.0000349  0.0000530
[cell families after synthesis]
kind of cell / count (synthesis) / synth area share, %
simple gates: 12 / 24.8
buf+inv: 11 / 25.2
other cells: 1 / 1.33
fa+ha+maj: 8 / 48.7
[per-stage QoR]
stage | cells | setup slack (ps) | hold slack (ps)
6_report | 87 | -557 | 1780
5_1_grt | 87 | -650 | 1840
4_1_cts | 87 | -667 | 1880
3_5_place_dp | 86 | -1410 | 2330
3_3_place_gp | 86 | -1400 | 2330
2_1_floorplan | 32 | -442 | 1460
[per-layer routing]
layer	vias up	GRT usage (%)	part of all wire, %
met5	-	0	0
met4	0	0	0
met3	0	0.227	4.1
met2	4	5.14	66
met1	109	2.34	30
li1	104	-	-
[repair_timing]
| action | in CTS | in global routing |
|---|---|---|
| endpoints found under the hold margin | 0 | 0 |
| setup endpoints to repair | 5 | 4 |
| buffers inserted | 1 | 0 |
| pin swaps | 8 | 5 |
| gates resized | 32 | 3 |
[critical path, cell delays in order]
cell	delay, ps
buf_6	70
and2_4	140
ha_4	120
inv_2	30
fa_2	320
inv_2	60
fa_1	430
fa_2	350
fa_2	340
fa_2	520
buf_2	90
[placed cells by master (no fill, tap or decap)]
master           n
and2_1           8
clkdlybuf4s50_1  5
fa_2             4
buf_6            4
buf_2            3
buf_4            3
and2_4           2
inv_2            2
ha_1             2
inv_1            1
nand2_1          1
nand2_2          1
fa_1             1
ha_4             1
conb_1           1
clkdlybuf4s15_1  1
clkbuf_2         1
[final timing paths]
kind / startpoint / to / slack (ps) / cells past startpoint
max: A[0] / PP[6] / -560 / 11
min: A[1] / PP[4] / 1780 / 4
[layout make-up]
cell class / instances / area [um2] / share of cell area (%)
multi-input combinational: 21 / 241 / 52.7
timing repair buffer: 17 / 148 / 32.2
inverter: 3 / 11.3 / 2.46
tap: 46 / 57.6 / 12.6
[synth_stat cells, drive strengths merged]
library cell and count:
and2 10, buf 8, conb 1, fa 5
ha 3, inv 3, nand2 2
Power and IR drop assume default switching activity.
