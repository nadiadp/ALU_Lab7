==> design/flow/run.sh <==
#!/bin/bash
# OpenROAD 26Q1-2900-gdf79404cd8, Yosys 0.63+post, stock flow scripts
make -C /OpenROAD-flow-scripts/flow DESIGN_CONFIG=/design/flow/config.mk WORK_HOME=/design/flow/orfs finish
==> design/flow/config.mk <==
export PLATFORM = sky130hd
export DESIGN_NAME = ALUcontroller
export DESIGN_NICKNAME = ALUcontroller
export VERILOG_FILES = /design/flow/design.v
export SDC_FILE = /design/flow/constraint.sdc
export NUM_CORES = 4
export LEC_CHECK = 1
export CORE_UTILIZATION = 40
export SYNTH_HDL_FRONTEND = slang
==> design/flow/constraint.sdc <==
current_design ALUcontroller

set clk_period 3.2
set clk_io_pct 0.2

create_clock -name clk0 -period $clk_period [get_ports {CLK50M}]

set non_clock_inputs [all_inputs -no_clocks]
set_input_delay [expr $clk_period * $clk_io_pct] -clock clk0 $non_clock_inputs
set_output_delay [expr $clk_period * $clk_io_pct] -clock clk0 [all_outputs]
==> design/flow/design.v <==
module ALU#(
	parameter N = 8
)
(
	input  logic [N-1:0] A, B,
	input  logic [1:0] ALUControl,
	output logic [N:0] Result,
	output logic V, C, Neg, Z
);
	always_comb
	begin
		case(ALUControl)
			2'b00 : Result = A + B;  
			2'b01 : Result = A - B;  
			2'b10 : Result = A & B;  
			2'b11 : Result = A | B;  
		endcase
	end
	logic xn_out, x_out;
	always_comb
	begin
		if(ALUControl[1] == 0)
		begin
			xn_out = ~(ALUControl[0] ^ A[N-1] ^ B[N-1]);
			x_out = A[N-1] ^ Result[N-1];
			V = xn_out & x_out;
		end
		else
		begin
			V = 1'b0;
			xn_out = 1'b0;
			x_out = 1'b0;
		end
		C = Result[N] & ~ALUControl[1];
	end
	always_comb
	begin
		if(Result[N] == 1)
		Neg = 1'b1;
		else
		Neg = 1'b0;
	end
	always_comb
	begin
		if(Result == 0)
		Z = 1'b1;
		else
		Z = 1'b0;
	end
endmodule 
module ALUcontroller(
	input logic [7:0] INPUT,
	input logic [1:0] ALUcontrol,
	input logic CLKb, CLK50M,
	output logic [0:6] Aseg[1:0], Bseg[1:0], Cseg[1:0],
	output logic V, C, Neg, Z
);
	logic CLKb_deb;
	debouncer clkdeb(.A_noisy(CLKb), .CLK50M(CLK50M), .A(CLKb_deb));
	logic enA, enC, enALU;
	controller _cont(.CLKb(CLKb_deb), .enA(enA), .enC(enC), .enALU(enALU));
	logic [7:0] _A, _Cin, _Cout;
	logic [1:0] _ALUcontrol;
	logic _V,_C,_Neg,_Z;
	regN Areg(.D(INPUT), .CLKb(CLKb_deb), .E(enA), .Q(_A));
		defparam Areg.N = 8;  
	regN Creg(.D(_Cin), .CLKb(CLKb_deb), .E(enC), .Q(_Cout));
		defparam Creg.N = 8;  
	regN ALUreg(.D(ALUcontrol), .CLKb(CLKb_deb), .E(enALU), .Q(_ALUcontrol));
		defparam ALUreg.N = 2;  
	regN statusreg(.D({_V,_C,_Neg,_Z}),.CLKb(CLKb_deb), .E(enC), .Q({V,C,Neg,Z}));
		defparam statusreg.N = 4;  
	ALU _ALU(.A(_A), .B(INPUT), .ALUControl(_ALUcontrol), .Result(_Cin),
			 .V(_V), .C(_C), .Neg(_Neg), .Z(_Z));  
		defparam _ALU.N = 8;
	seven_seg hexA1(.D(_A[7:4]), .S(Aseg[1]));
	seven_seg hexA0(.D(_A[3:0]), .S(Aseg[0]));
	seven_seg hexB1(.D(INPUT[7:4]), .S(Bseg[1]));
	seven_seg hexB0(.D(INPUT[3:0]), .S(Bseg[0]));
	seven_seg hexC1(.D(_Cout[7:4]), .S(Cseg[1]));
	seven_seg hexC0(.D(_Cout[3:0]), .S(Cseg[0]));
endmodule
module controller(
	input logic CLKb,
	output logic enA, enC, enALU
);
typedef enum logic [1:0] {
	STEP0 = 2'b00,
	STEP1 = 2'b01
} step;
step current_step, next_step;
always_ff @(posedge CLKb)
begin
	current_step <= next_step;
end
always_comb
begin
	enA = 0;
	enC = 0;
	enALU = 0;
	case (current_step)
		STEP0:
		begin
			enA = 1;
			enALU = 1;
			next_step = STEP1;
		end
		STEP1:
		begin
			enC = 1;
			next_step = STEP0;
		end
		default:
		begin
			next_step = current_step;
		end
	endcase
end
endmodule 
module debouncer(
	input logic A_noisy,
	input logic CLK50M, 
	output logic A
);
	logic [15:0] COUNT;
	parameter [15:0] COMPARE = 50_000;  
	logic t_d, t_r, Anext;
	always_ff@(posedge CLK50M)
	begin
		if(t_r)
			COUNT <= 16'd0;
		else
			COUNT <= COUNT + 16'd1;
	end
	assign t_d = (COUNT >= COMPARE);
	assign Anext = (A_noisy & t_d) | (A & ~t_d);
	always_ff@(posedge CLK50M)
		A <= Anext;
	assign t_r = t_d | (~A & ~A_noisy) | (A & A_noisy);
endmodule
module dec416sv(input logic [3:0]A, output logic [15:0]Y);
	assign Y[0] = ~A[3] & ~A[2] & ~A[1] & ~A[0]; 
	assign Y[1] = ~A[3] & ~A[2] & ~A[1] & A[0];
	assign Y[2] = ~A[3] & ~A[2] & A[1] & ~A[0];
	assign Y[3] = ~A[3] & ~A[2] & A[1] & A[0]; 
   assign Y[4] = ~A[3] & A[2] & ~A[1] & ~A[0];
	assign Y[5] = ~A[3] & A[2] & ~A[1] & A[0];
	assign Y[6] = ~A[3] & A[2] & A[1] & ~A[0];
	assign Y[7] = ~A[3] & A[2] & A[1] & A[0];
   assign Y[8] = A[3] & ~A[2] & ~A[1] & ~A[0];
	assign Y[9] = A[3] & ~A[2] & ~A[1] & A[0];
	assign Y[10] = A[3] & ~A[2] & A[1] & ~A[0];
	assign Y[11] = A[3] & ~A[2] & A[1] & A[0];
   assign Y[12] = A[3] & A[2] & ~A[1] & ~A[0];
	assign Y[13] = A[3] & A[2] & ~A[1] & A[0];
	assign Y[14] = A[3] & A[2] & A[1] & ~A[0];
	assign Y[15] = A[3] & A[2] & A[1] & A[0];
endmodule
module regN#(
	parameter N = 8  
)
(
	input logic [N-1:0] D,
	input logic CLKb, E,
	output logic [N-1:0] Q
);
	always_ff@(negedge CLKb)
	begin
		if(E)
			Q <= D;
		else
			Q <= Q;
	end
endmodule 
module seven_seg(input logic [3:0]D, output logic [6:0]S);
	logic [15:0]B;
	dec416sv decode(.A(D), .Y(B));
	assign S[0] = ~(B[0] | B[2] |B[3] | B[5] | B[6] | B[7]|B[8]|B[9]|B[10] | B[12] | B[14] | B[15]);  
	assign S[1] = ~(B[0] |B[1] |B[2] |B[3] |B[4] | B[7] |B[8] |B[9] |B[10] | B[13]);						 
	assign S[2] = ~(B[0] |B[1] | B[3] |B[4] |B[5] |B[6] |B[7] |B[8] |B[9] |B[10] |B[11] | B[13]);		 
	assign S[3] = ~(B[0] | B[2] |B[3] | B[5] |B[6] | B[8] | B[11] |B[12] |B[13] |B[14]);					 
	assign S[4] = ~(B[0] | B[2] | B[6] | B[8] | B[10] |B[11] |B[12] |B[13] |B[14] |B[15]);				 
	assign S[5] = ~(B[0] | B[4] |B[5] |B[6] | B[8] |B[9] |B[10] |B[11] |B[12] | B[14] |B[15]);			 
	assign S[6] = ~(B[2] |B[3] |B[4] |B[5] |B[6] |B[8] |B[9] |B[10] |B[11] |B[13] |B[14] |B[15]);     
endmodule
==> job_summary.md <==
### Flow metrics

| Metric | Value |
|---|---|
| Status | completed |
| Mapped Area | 3250 um2 |
| CP required | 2.56 ns |
| Top_reg_cell synth | edfxtp_1 |
| Post-Synthesis Cells | 409 |
| Reg2reg path depth | 5 |
| Post-placement cell area | 3870 um2 |
| Filler instances | 749 |
| Cell with the largest stage delay on the worst path | clkdlybuf4s50_1 |
| Mean number of vias per cell | 5.17 |
| CP endpoint kind | primary output |
| Ys async rst share | 0% |
| GPL Wtd Cong | 0.819 |
| Layout cell share with drive strength beyond 1 | 4.70% |
| Synth Register Bits | 41 |
| CTS H-tree lvls | 1 |
| R2R Path Start | clkdeb.COUNT[8]$_SDFF_PP0_ |
| Most common library cells after synthesis | nor2_1, nand2_1, a21oi_1, o21ai_0, edfxtp_1 |
| Die width | 92.1 um |
| DR WL/cell | 11.5 um |
| Skew-Pair Late Insertion Delay | 0.25 ns |
| RSZ-0062 raised after global routing | no |
| YS chip area | 3250 um2 |
| Hold Path End | clkdeb.COUNT[15]$_SDFF_PP0_ |
| Floorplan utilization | 41.6% |
| Pre-Repair DR Iteration Count | 4 |
| Drt total wl | 6.32 mm |
| Post-synth top area cell | edfxtp_1 |
| Leakage | 1.45 nW |
| Endpoints left unconstrained | 78 |
| Area Overhead vs Synth | 20.5% |
| Crit-path leading delay family | buffers and inverters |
| Top cell type by instance count after synthesis | nor2_1 |
| TritonCTS buffer count | 3 |
| CTS Root Cell | clkbuf_8 |
| Final Hold Slack | 0.472 ns |
| Critical path class | in -> out |
| Synth top area cells | edfxtp_1, dfxtp_1, nor2_1, nand2_1, xnor2_1 |
| Cell Rows | 32 |
| DR vias | 2838 |
| Largest net degree at the start of global routing | 23 |
| Final-report setup violation count | 0 |
| Worst slew margin | 57.7% |
| Final instance area | 3910 um2 |
| Unique cell types | 54 |
| Maximum fanout along the worst path | 9 |
| Gr usage total | 15.4% |
| Setup_tns | 0 ns |
| OpenROAD warning count | 29 |
| Initial antenna violation count | 0 |
| Share of the synthesized area in the top cell type | 21.3% |
| Most used cell, CP | clkdlybuf4s50_1 |
| Worst reg-to-reg setup slack | 1.55 ns |
| Fin crit period | 3.04 ns |
| Worst reg2reg path endpoint | clkdeb.COUNT[8]$_SDFF_PP0_ |
| Slowest cell delay on critical path | 0.64 ns |
| Tot Pwr | 0.000562 W |
| Core Region | 7810 um2 |
| Synth Seq Share | 32.4% |
| CTS tree | done |
| Clock slew at reported path FFs | 0.06 ns |
| Antenna diodes | 0 |
| Clock Skew | 0.00335 ns |
| Detailed router's first-iteration violation count | 68 |
| CP Cell Sequence | clkdlybuf4s50_1 -> clkinv_1 -> o21ai_0 -> a22o_1 -> clkdlybuf4s50_1 |
| Peak supply drop | 0.280 mV |
| Hold Fails Final Rpt | 0 |
| Worst hold path cell count | 2 |
| Worst min-delay path class | reg -> reg |
| I/O Buffers | 57 |
| Final ANT Viol Nets | 0 |
| DRC viols | 0 |
| Chip area | 8480 um2 |
| First-pass GRT wire length | 10.7 mm |
| Crit path buffers/inverters | 3 |
| CTS resizes | 0 |
| Slew Limit Fails | 0 |
| Fin crit share | 94.9% |
| Num ports | 58 |
| Worst Tran Pin Value | 0.634 ns |
| Worst EP arrival | 2.40 ns |
| Syn avg cell area | 7.94 um2 |
| DP HPWL | 4.95 mm |
| Fmax | 329 MHz |
| Die H | 92.1 um |
| Yosys cell count | 409 |
| YS warnings | 0 |
| Clock Tree Buf Depth | 2 |
| Vias in the first global route | 2405 |
| Register pins left without a clock | 24 |
| MaxCap Viol Count | 0 |
| Pwr Density | 144 nW/um2 |
| Post-CTS setup buffers | 0 |
| Min-Delay Startpoint | clkdeb.COUNT[15]$_SDFF_PP0_ |
| CP Launch Type | primary input |
| Post-layout util | 50.1% |
| Cts hold-fix bufs | 0 |
| Total gr overflow | 0 |
| Number of enable flip-flop cells | 23 |
state kept, by name, summed over array words and instances, names as in the netlist, named ones only:
name / flops
ALUreg.Q: 2
_cont.current_step: 2
statusreg.Q: 4
Creg.Q: 8
clkdeb.COUNT: 16
Areg.Q: 8
where the power goes:
part | leakage [nW] | switching (W) | internal, W
Sequential | 0.355 | 0.00000327 | 0.000222
Combinational | 1.08 | 0.0000852 | 0.0000945
Clock | 0.0228 | 0.0000688 | 0.0000882
final cells by class:
cell class | instances | area, um2 | share of cell area (%)
multi-input cells | 315 | 1980 | 50.6
inverters | 23 | 86.3 | 2.21
clock buffers | 4 | 45.0 | 1.15
repair buffers | 64 | 623 | 15.9
flip-flops and latches | 41 | 1050 | 26.9
well taps | 102 | 128 | 3.26
routing by layer:
layer / GRT usage (%) / up-vias / wire length [um]
met2: 25.1 / 43 / 2990
met5: 0 / - / 0
met4: 1.04 / 0 / 35
met3: 1.10 / 5 / 169
li1: - / 1506 / -
met1: 24.3 / 1284 / 3120
how the worst max path moves through the flow:
stage	startpoint	endpoint	slack (ns)	cells past startpoint
CTS	INPUT[1]	Bseg[1]	0.17	5
global route	INPUT[1]	Bseg[6]	0.004	6
finish	INPUT[1]	Bseg[1]	0.16	5
placed cells by master, fill, tap and decap left out, drive strengths merged, types with 8 or more instances in the layout:
cell type	instances
xnor2	19
ha	13
nor3	12
o21ai	30
edfxtp	23
nor2	47
inv	21
dfxtp	18
xor2	14
nand3	9
nand2	46
maj3	8
o22ai	8
a21oi	31
clkdlybuf4s50	57
kinds of logic (layout without fill, tap and decap cells):
| group | after synthesis | after routing | share of synthesized area, % |
|---|---|---|---|
| AOI/OAI and AO/OA | 107 | 107 | 20.9 |
| xor gates and xnor gates | 33 | 33 | 8.90 |
| adders and majority gates | 22 | 22 | 8.17 |
| muxes | 6 | 6 | 2.00 |
| and+or+nand+nor | 147 | 147 | 21.0 |
| DFF | 41 | 41 | 32.4 |
| buffers and inverters | 53 | 91 | 6.67 |
per-stage QoR:
| stage | setup WS, ns | std cells |
|---|---|---|
| after global placement | 0.219 | 545 |
| after global routing | 0.00409 | 549 |
| final | 0.164 | 549 |
| after CTS | 0.173 | 549 |
| after floorplan | 1.21 | 409 |
| after detailed placement | 0.181 | 545 |
tightest hold or removal path, delay by kind of cell, from the launching register on:
family,cells,cell delay (ns)
AND-OR/OR-AND,1,0.04
flip-flops,1,0.33
AND/OR/NAND/NOR,1,0.07
Power is estimated from default activity; no workload was simulated.
